## flow/config.mk

```make
export PLATFORM = sky130hd
export DESIGN_NAME = Mux
export DESIGN_NICKNAME = Mux
export VERILOG_FILES = /design/flow/design.v
export SDC_FILE = /design/flow/constraint.sdc
export NUM_CORES = 4
export LEC_CHECK = 1
export CORE_AREA = 10 10 70 70
export DIE_AREA = 0 0 80 80
```

## flow/constraint.sdc

```tcl
current_design Mux

set clk_period 2.8
set clk_io_pct 0.2

create_clock -name clk0 -period $clk_period

set non_clock_inputs [all_inputs -no_clocks]
set_input_delay [expr $clk_period * $clk_io_pct] -clock clk0 $non_clock_inputs
set_output_delay [expr $clk_period * $clk_io_pct] -clock clk0 [all_outputs]
```

## flow/design.v

```verilog
`timescale 1ns / 1ps
module Mux #(parameter size=21)
	(
		input wire [size-1:0] A, B, C,
		input wire [1:0] Select,
		output wire [size-1:0] Salida
    );
assign Salida=(Select==2'b00) ? A :
				  (Select==2'b01) ? B :
				  (Select==2'b10) ? C : A;
endmodule
```

## flow/run.sh

```bash
#!/bin/bash
# OpenROAD 26Q1-2900-gdf79404cd8, Yosys 0.63+post, stock flow scripts
make -C /OpenROAD-flow-scripts/flow DESIGN_CONFIG=/design/flow/config.mk WORK_HOME=/design/flow/orfs finish
```

==> impl_metrics.json <==
{
  "crit_fanout": 21,
  "syn-cell-area_um2": 741,
  "min_path_type": "input port to output pin",
  "cp_data_required_time_ns": 2.24,
  "clock.fmax_mhz": 384,
  "finalSetupViolations": 0,
  "dpl_cell_area_um2": 1580,
  "cellLeakagePower_nw": 0.726,
  "rows": 21,
  "gp_congestion": 0.793,
  "place_inst": 197,
  "yosysChipArea_um2": 741,
  "n_antenna_cell": 0,
  "overflow": 0,
  "crit_type": "input port to output pin",
  "grt_first_pass_wirelength_um": 4970,
  "ys_warn_count": 0,
  "regArea_um2": 0,
  "powerDensity_nw_per_um2": 153,
  "min_period_over_period_pct": 93.1,
  "cts_setup_buffers": 0,
  "grt_pass1_vias": 944,
  "status": "finished clean",
  "grt_max_degree": 43,
  "fillers": 336,
  "worst_pin_slew_ns": 0.289,
  "drt_iter0_markers": 7,
  "fp_util_pct": 21.7,
  "fin_cells": 197,
  "avgViaCountPerCell": 4.42,
  "warnings": 32,
  "arrival_ns": 2.05,
  "lay_top_cells": "85 x clkdlybuf4s50_1, 63 x mux2i_1, 2 x buf_12, 1 x buf_2",
  "io_pins": 86,
  "cp_slowest_cell": "clkdlybuf4s50_1",
  "crit_family": "buffers and inverters",
  "fin_crit_ns": 2.61,
  "ys_types": 5,
  "ys_cells": 71,
  "relSlewSlack_pct": 80.7,
  "largest_area_cell": "mux2i_1",
  "start_kind": "input port",
  "drive_gt1_share_pct": 1.99,
  "ant_nets": 0,
  "rsz0062_at_grt": "no",
  "dr.pass1.iters": 2,
  "core_um2": 3420,
  "mostFrequentLayoutCell": "clkdlybuf4s50_1",
  "top_area_share_pct": 85.1,
  "die_area_um2": 6400,
  "cts_resized": 0,
  "routedWlPerCell_um": 16.0,
  "dieHeight_um": 80,
  "vdd_drop_max_mv": 0.0628,
  "grt_use_total_pct": 9.28,
  "critPathBufInv": 3,
  "fin_tns_setup_ns": 0,
  "clock_buffers": 0,
  "io_buffers": 86,
  "area_growth_pct": 114,
  "worst_path_largest_cell_delay_ns": 0.51,
  "max_cap_violations": 0,
  "synth_seq_share_pct": 0,
  "via_count": 870,
  "fp.dieW_um": 80,
  "ctsHoldBuffers": 0,
  "hold_viol_final": 0,
  "worstSetupEndpointType": "output pin",
  "cp_common_cell": "clkdlybuf4s50_1",
  "drc": 0,
  "avgSynthCellArea_um2": 10.4,
  "final_max_slew_viol_count": 0,
  "antenna_found_initial": 0,
  "flops": 0,
  "path_cells": "clkdlybuf4s50_1 > buf_12 > mux2i_1 > clkdlybuf4s50_1",
  "synth.area.top_cells": "mux2i_1 85%, buf_12 11%, clkbuf_4 2.0%",
  "dp_hpwl_um": 2580,
  "final_cell_area_um2": 1580,
  "synthCells": 71,
  "wl_um": 3150
}
-- path summary, 6_finish.rpt --
path / to / cells after the start / slack, ns / start
max: Salida[13] / 4 / 0.19 / Select[1]
min: Salida[17] / 5 / 2.08 / Select[0]
-- cell usage after synthesis, drive strengths merged --
cell,number
buf,5
mux2i,63
clkbuf,3
-- kinds of logic (layout without fill, tap and decap cells) --
family   Yosys count  count (layout)  synth area share (%)
buf+inv            8              88                  14.9
mux               63              63                  85.1
-- layer usage --
metal | GRT usage [%] | up-vias | wire, um
li1 | - | 433 | -
met1 | 12.7 | 372 | 1530
met2 | 14.3 | 65 | 1190
met3 | 3.64 | 0 | 429
met4 | 0 | 0 | 0
met5 | 0 | - | 0
-- power breakdown --
group / switching [W] / internal, W
Sequential: 0 / 0
Clock: 0 / 0
Combinational: 0.0000653 / 0.000177
Total: 0.0000653 / 0.000177
-- worst min-delay path, cell delays in order --
cell and delay [ns]:
buf_2 0.11, buf_12 0.19, mux2i_1 0.17, mux2i_1 0.08, clkdlybuf4s50_1 0.41
-- through the flow --
step | hold slack [ns] | utilization [%] | total power (W) | setup WS, ns
after floorplan | 1.23 | - | 0.0000879 | 1.17
after global placement | 2.09 | 46.4 | 0.000243 | 0.203
after detailed placement | 2.10 | 46.4 | 0.000244 | 0.198
after CTS | 2.10 | 46.4 | 0.000247 | 0.178
after global routing | 2.12 | 46.4 | 0.000264 | 0.158
final | 2.08 | 46.4 | 0.000242 | 0.193
-- area by class of cell --
class,instances,area [um^2],share of cell area (%)
Multi-Input combinational cell,63,631,39.8
Tap cell,46,57.6,3.63
Timing Repair Buffer,88,896,56.6
No activity file was given, so power comes from the tool's default toggle rates.
