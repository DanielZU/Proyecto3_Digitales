**./config.mk**
```make
export PLATFORM = sky130hd
export DESIGN_NAME = Paso_Banda
export DESIGN_NICKNAME = Paso_Banda
export VERILOG_FILES = /design/flow/design.v
export SDC_FILE = /design/flow/constraint.sdc
export NUM_CORES = 4
export LEC_CHECK = 1
export CORE_UTILIZATION = 50
```
**./run.sh**
```bash
#!/bin/bash
# OpenROAD 26Q1-2900-gdf79404cd8, Yosys 0.63+post, stock flow scripts
make -C /OpenROAD-flow-scripts/flow DESIGN_CONFIG=/design/flow/config.mk WORK_HOME=/design/flow/orfs finish
```
**./design.v**
```verilog
`timescale 1ns / 1ps
module Filtro #(parameter size=19, parameter sign=1, parameter pf=14, parameter mag=4)
	(
		input wire signed [size-1:0] u, a1, a2, b0, b1, b2,
		input clk, rst, EN,
		output wire signed [size-1:0] y
    );
wire signed [size-1:0] ma1, ma2, mb0, mb1, mb2, yk, fk, sa1, sb1, fk1, fk2;
Sumador #(size,sign,pf,mag)
	Sumador_uk(
    .A(u), 
    .B(sa1),
    .D(fk)
    );
Sumador #(size,sign,pf,mag)
	Sumador_a1(
    .A(ma1), 
    .B(ma2),
    .D(sa1)
    );
Sumador #(size,sign,pf,mag)
	Sumador_b0(
    .A(mb0), 
    .B(sb1), 
    .D(yk)
    );
Sumador #(size,sign,pf,mag)
	Sumador_b1(
    .A(mb1), 
    .B(mb2), 
    .D(sb1)
    );
Multiplicacion #(size,sign,pf,mag) 
	Multiplicacion_a1(
    .A(a1), 
    .B(fk1), 
    .Multi(ma1)
    );
Multiplicacion #(size,sign,pf,mag) 
	Multiplicacion_a2(
    .A(a2), 
    .B(fk2), 
    .Multi(ma2)
    );
Multiplicacion #(size,sign,pf,mag) 
	Multiplicacion_b0(
    .A(b0), 
    .B(fk), 
    .Multi(mb0)
    );
Multiplicacion #(size,sign,pf,mag) 
	Multiplicacion_b1(
    .A(b1), 
    .B(fk1), 
    .Multi(mb1)
    );
Multiplicacion #(size,sign,pf,mag) 
	Multiplicacion_b2(
    .A(b2), 
    .B(fk2), 
    .Multi(mb2)
    );
Reg_n # (size)
	Reg_fk1(
    .In(fk), 
    .rst(rst), 
    .clk(clk), 
    .EN(EN), 
    .Out(fk1)
    );
Reg_n # (size)
	Reg_fk2(
    .In(fk1), 
    .rst(rst), 
    .clk(clk), 
    .EN(EN), 
    .Out(fk2)
    );
Reg_n # (size)
	Reg_yk(
    .In(yk), 
    .rst(rst), 
    .clk(clk), 
    .EN(EN), 
    .Out(y)
    );
endmodule
`timescale 1ns / 1ps
module Multiplicacion #(parameter size=21, parameter sign=1, parameter pf=15, parameter mag=5)
	(
		input wire signed [size-1:0] A, B,
		output wire signed [size-1:0] Multi  
    );
reg signed[size*2-1:0] Multg;
always @ *
begin
	Multg=A*B;
	if (A=={size{1'b0}} | B=={size{1'b0}})
		Multg={(size*2){1'b0}};
	else
	begin
		if(A[size-1]==B[size-1]) 
		begin
			if(|Multg[size*2-1:size*2-1-sign*2-mag+1])
				Multg[size*2-sign*2-mag:pf]={1'b0,{(size-1){1'b1}}};
		end
		else 
		begin
			if(~&Multg[size*2-1:size*2-1-sign*2-mag+1])
				Multg[size*2-sign*2-mag:pf]={1'b1,{(size-1){1'b0}}};
		end
	end
end
assign Multi=Multg[size*2-sign*2-mag:pf];
endmodule
`timescale 1ns / 1ps
module Paso_Banda #(parameter size=21, parameter sign=1, parameter pf=15, parameter mag=5)
	(
		input wire signed [size-1:0] u,
		input wire clk, rst, EN,
		output wire signed [size-1:0] y1,y2,y3
    );
wire signed [size-1:0] cy1;
wire signed [size-1:0] cy2;
wire signed [size-1:0] cy3;
localparam [size-1:0]
			a1_b1=21'h00FAE1,  
			a2_b1=21'hFF850E,  
			b0_b1=21'h000007,  
			b1_b1=21'h00000D,  
			b2_b1=21'h000007,  
			a1_a1=21'h00FF7D,  
			a2_a1=21'hFF8083,  
			b0_a1=21'h007fBE,  
			b1_a1=21'hFF00FF,  
			b2_a1=21'h007FBE,  
		   a1_b2=21'h00847B,   
			a2_b2=21'hFFD0EC,   
			b0_b2=21'h000AA5,   
			b1_b2=21'h001549,   
			b2_b2=21'h000AA5,   
			a1_a2=21'h00FAE1,   
			a2_a2=21'hFF850E,   
			b0_a2=21'h008000,   
			b1_a2=21'hFF0000,   
			b2_a2=21'h008000,   
			a1_b3=21'hFF345A,   
			a2_b3=21'hFFAB4D,   
			b0_b3=21'h006817,   
			b1_b3=21'h00D021,   
			b2_b3=21'h006817,   
			a1_a3=21'h00847B,   
			a2_a3=21'hFFD0EC,   
			b0_a3=21'h004CE4,   
			b1_a3=21'hFF6646,   
			b2_a3=21'h004CE4;   
Filtro #(size, sign, pf, mag)
	BPaso_Bajo (
    .u(u), 
    .a1(a1_b1), 
    .a2(a2_b1), 
    .b0(b0_b1), 
    .b1(b1_b1), 
    .b2(b2_b1), 
    .clk(clk), 
    .rst(rst), 
    .EN(EN), 
    .y(cy1)
    );
Filtro #(size, sign, pf, mag)
	BPaso_Alto (
    .u(cy1), 
    .a1(a1_a1), 
    .a2(a2_a1), 
    .b0(b0_a1), 
    .b1(b1_a1), 
    .b2(b2_a1), 
    .clk(clk), 
    .rst(rst), 
    .EN(EN), 
    .y(y1)
    );
Filtro #(size, sign, pf, mag)
	MPaso_Bajo (
    .u(u), 
    .a1(a1_b2), 
    .a2(a2_b2), 
    .b0(b0_b2), 
    .b1(b1_b2), 
    .b2(b2_b2), 
    .clk(clk), 
    .rst(rst), 
    .EN(EN), 
    .y(cy2)
    );
Filtro #(size, sign, pf, mag)
	MPaso_Alto (
    .u(cy2), 
    .a1(a1_a2), 
    .a2(a2_a2), 
    .b0(b0_a2), 
    .b1(b1_a2), 
    .b2(b2_a2), 
    .clk(clk), 
    .rst(rst), 
    .EN(EN), 
    .y(y2)
    );
Filtro #(size, sign, pf, mag)
	APaso_Bajo (
    .u(u), 
    .a1(a1_b3), 
    .a2(a2_b3), 
    .b0(b0_b3), 
    .b1(b1_b3), 
    .b2(b2_b3), 
    .clk(clk), 
    .rst(rst), 
    .EN(EN), 
    .y(cy3)
    );
Filtro #(size, sign, pf, mag)
	APaso_Alto (
    .u(cy3), 
    .a1(a1_a3), 
    .a2(a2_a3), 
    .b0(b0_a3), 
    .b1(b1_a3), 
    .b2(b2_a3), 
    .clk(clk), 
    .rst(rst), 
    .EN(EN), 
    .y(y3)
    );
endmodule
`timescale 1ns / 1ps
module Reg_n# (parameter size=19)
	(
		input wire [size-1:0] In,
		input wire rst, clk, EN,
		output wire [size-1:0] Out
    );
reg [size-1:0] Reg;
always @(posedge clk or posedge rst)
begin
	if (rst) begin      
		Reg <= {size{1'b0}};
	end
	else if (EN) begin     
		Reg <= In;
	end
end
assign Out=Reg;
endmodule
`timescale 1ns / 1ps
module Sumador #(parameter size=21, parameter sign=1, parameter pf=15, parameter mag=5)
	(
		input wire signed [size-1:0] A,B,
		output wire signed [size-1:0] D  
    );
reg signed [size-1:0] R;
always @ *
begin
	R=A+B;
	if(A[size-1]==1'b0 && B[size-1]==1'b0 && R[size-1]==1'b1) begin
		R={{sign{1'b0}},{(size-1){1'b1}}}; end
	else if (A[size-1]==1'b1 && B[size-1]==1'b1 && R[size-1]==1'b0) begin
		R={{sign{1'b1}},{(size-1){1'b0}}}; end
end
assign D=R;
endmodule
```
**./constraint.sdc**
```tcl
current_design Paso_Banda

set clk_period 56.4
set clk_io_pct 0.2

create_clock -name clk0 -period $clk_period [get_ports {clk}]

set non_clock_inputs [all_inputs -no_clocks]
set_input_delay [expr $clk_period * $clk_io_pct] -clock clk0 $non_clock_inputs
set_output_delay [expr $clk_period * $clk_io_pct] -clock clk0 [all_outputs]
```
==> run summary <==
This note records the results obtained with Yosys and OpenROAD.

Setup path
The critical path contains buffers and inverters numbering 8 combined. STA puts the critical path data arrival time at 27.73 ns. The critical-path maximum fanout is 24.

In this design, the largest share of critical-path delay is due to AND-OR/OR-AND gates. The startpoint of the worst register-to-register path is BPaso_Alto.Reg_fk1.Reg[10]. On the worst path, the slowest cell contributes a delay of 0.70 ns. For flop-to-flop paths, the worst setup slack is 29.39 ns. The critical path endpoint has a required time of 57.11 ns. The cell that appears most often on the critical path is fa_1. The kind of start point of the critical path is a flip-flop.

The endpoint type of the worst setup path is a flip-flop. The count of cells along the worst register-to-register path is 92. The reg-to-reg endpoint is BPaso_Alto.Reg_yk.Reg[3]. The standard cell with the maximum stage delay on the critical path is a21oi_1.

The worst setup path category is flip-flop to flip-flop.

Clock network
In this run the clock root is driven by a clkbuf_16. The clock drives 378 sinks. The largest buffer count on any clock path is 3. At the later pin of the worst-skew pair, clock insertion delay measures 0.81 ns.

The number of clock buffers added by TritonCTS is 60. For reference, the clock transition at the flip-flops on the worst setup and hold paths is 0.06 ns. Hold repair after CTS inserted 0 buffers. The number of gates resized after CTS is 0. Once the clock tree was built, the setup fixing pass inserted 0 buffers. The TritonCTS clock tree is done. The maximum level of the CTS H-tree is 2.

Floorplan
The initialized floorplan defines 216 standard-cell rows. The die boundary height is 592.6 um. The area of the core is 0.3467 mm2. The share of the core area taken by cells at floorplan is 0.5029. In this run the horizontal extent of the chip is 592.6 um. The number of ports placed on the die boundary is 87. The chip footprint is 0.3511 mm2.

Synthesis
The dominant register cell in the synthesized netlist is dfrtp_1. For this run, the register share of the synthesized area comes to 0.05424. The synthesized netlist has a Yosys-reported chip area of 0.1744 mm2. The biggest combinational cell group after synthesis is adder cells. Per the synthesis report, the adder-cell share of the synthesized area is 0.5728. The synthesized design contains 0 enable-type register cells. The number of distinct library cells after synthesis is 104. After synthesis, the design contains 19440 cells according to Yosys. The mux share of post-synthesis cell area is 0.003631.

Of the total synthesized cell area, the portion taken by AND, OR, NAND and NOR gates is 0.07399. Per the synth log, the flip-flop and latch total comes to 378. The netlist area before placement is 0.1744 mm2. The cell-mix breakdown from Yosys lists the XOR/XNOR area share as 0.05658. The number of warnings issued by yosys is 13. The count of mapped cells out of synthesis is 19440. Per the post-synthesis stats, the area per cell is 8.970 um2.

The post-synthesis async set-or-reset flop share is 1.000. The and-or/or-and share of the synthesized area is 0.1253.

Final timing
Of the available clock period, the critical path in the final layout requires 0.4789. The final-layout setup total negative slack is 0 ns. Setup repair after global routing left no endpoint under its margin. In this build the clock could be raised as far as 37.02 MHz. The clock tree skew after final layout is 0.06272 ns. The transition time recorded at the tightest slew-check pin is 0.9365 ns. The last timing report of the flow puts the setup violation total at 0. Per the slew report, the remaining headroom to the max-slew limit stands at 0.3691. The final critical-path required period is 27.01 ns. In the final report, the number of hold violations comes to 0. The final timing report lists a max-slew violation count of 0.

GRT
The via count of the first global-routing pass is 130100. The first-pass GRT wire length is 728.3 mm. The initial antenna violation count was 7. Entering global routing, the biggest net connects 123 pins. The global-route total usage across every layer is 0.2818. After global routing the overflow that remains totals 0.

Place
The number of buffers added on ports is 86. The cell area reported after detailed placement is 0.1813 mm2. At the end of routability-driven placement, the weighted congestion stood at 0.9964.

The detailed placer's ending HPWL is 391.9 mm.

Run
The tool flagged a number of max-cap violations equal to 0. OpenROAD emitted warnings numbering 459.

Min path
Counting instances, the worst hold path has a depth of 1. The end point of the most critical hold path is APaso_Alto.Reg_yk.Reg[17]. The worst hold path belongs to the class flip-flop to flip-flop. The critical hold path startpoint is APaso_Alto.Reg_yk.Reg[17].

Drt
Per the detail_route report, routed wire per instance is 18.60 um. Once iteration 0 of detailed routing completed, the report listed 5388 DRC markers. Summed over all layers, the routed wires come to 447.9 mm. The script parses the final routing iteration and logs DRC violations as 0. Summing over every cut layer, the via total after detailed routing is 125000. The first-pass iteration count of the detailed router is 7. Per the post-route antenna check, the number of violating nets is 0. The number of vias per cell is 5.191.

Finish
The area growth from synthesis to layout is 5.211%. The final layout report lists a filler cell count of 32110. The fraction of the core area covered by cells at the end of the flow is 0.5291. Summing all non-filler instances in the final layout gives an area of 0.1835 mm2. Of the cells placed in the final design, the portion with a size suffix greater than 1 is 0.02554.

Outcome
The run finished with clean final reports.
cell type report:
class                   count  area (um2)  area share
repair buffers            288        2395     0.01305
multi-input cells       13810      145200      0.7915
flip-flops and latches    378        9478     0.05166
diodes                      4       10.01  0.00005456
clock inverters            39       559.3    0.003048
clock buffers              74        1625    0.008859
inverters                4915       18460      0.1006
well taps                4578        5728     0.03122
per-stage QoR:
stage	setup WS [ns]	hold slack (ns)	cells
floorplan	31.46	0.4480	19440
global placement	29.90	0.4809	23970
detailed placement	29.62	0.4895	23970
CTS	29.51	0.5039	24080
global route	27.21	0.5222	24080
finish	29.39	0.5001	24080
worst reg2reg max path, delay by kind of cell, from the launching register on:
family	cells	cell delay, ns
buf+inv	8	0.81
compound gates	49	11.38
xor+xnor	1	0.29
simple gates	11	3.37
fa+ha+maj	22	10.02
mux	1	0.48
flops	1	0.57
worst max path at each step:
stage | startpoint | endpoint | slack, ns | cells after the start
5_1_grt | BPaso_Alto.Reg_fk1.Reg[8] | BPaso_Alto.Reg_yk.Reg[17] | 27.21 | 95
6_report | BPaso_Alto.Reg_fk1.Reg[10] | BPaso_Alto.Reg_yk.Reg[3] | 29.39 | 92
4_1_cts | BPaso_Alto.Reg_fk1.Reg[10] | BPaso_Alto.Reg_yk.Reg[6] | 29.51 | 94
placed cells by master (no fill, tap or decap), types with 86 or more instances in the layout:
cell | synthesis | layout
xnor2_1 | 705 | 705
nor2_1 | 800 | 800
nor3_1 | 243 | 241
and3_1 | 107 | 107
xor2_1 | 419 | 419
inv_1 | 4906 | 4905
ha_1 | 3790 | 3790
nor2b_1 | 141 | 141
buf_4 | 0 | 201
o21ai_0 | 787 | 785
o21bai_1 | 86 | 86
a31oi_1 | 105 | 105
nand3_1 | 177 | 177
a21oi_1 | 1129 | 1129
dfrtp_1 | 378 | 367
nand4_1 | 94 | 94
o21a_1 | 382 | 382
nand2_1 | 716 | 716
fa_1 | 2619 | 2618
nand2b_1 | 135 | 135
a21o_1 | 333 | 333
layer usage:
metal  vias to the layer above  track usage  part of all wire
li1                      62450            -                 -
met1                     59510       0.4151              0.45
met2                      2591       0.4301              0.45
met3                       456      0.08430             0.076
met4                         6      0.05730             0.027
met5                         -            0          0.000092
Yosys cell counts, types with 18 or more instances:
library cell	count	area, um2
nor2_1	800	3003
o31a_1	21	183.9
inv_1	4906	18420
or3_1	85	531.8
mux2i_1	52	520.5
nand2b_1	135	844.6
nor3_1	243	1216
nor2b_1	141	882.1
a2111oi_0	19	166.4
fa_1	2619	52430
a41o_1	18	180.2
a31o_2	29	254.0
o22a_1	23	201.4
a31oi_1	105	656.9
o21ai_0	787	3939
clkbuf_1	289	1085
o21a_1	382	2868
nand3b_1	18	135.1
and3_1	107	669.4
buf_2	27	135.1
xor2_1	419	3670
o31ai_1	71	533.0
ha_1	3790	47420
nand3_1	177	885.9
and2_1	60	375.4
o21bai_1	86	645.6
nand2_1	716	2688
a211oi_1	79	593.1
o211ai_1	43	322.8
a22oi_1	29	217.7
a41oi_1	26	227.7
a21o_1	333	2500
or2_2	80	500.5
nand4_1	94	588.1
a21boi_0	53	397.9
dfrtp_1	378	9459
xnor2_1	705	6175
a21oi_1	1129	5650
buf_1	19	71.32
a211o_1	38	332.8
cells by family after synthesis:
logic type	Yosys count
multiplexers	62
adder cells (fa/ha/maj)	6413
buffers and inverters	5254
XOR/XNOR	1125
AND-OR/OR-AND	3480
flip-flops	378
AND/OR/NAND/NOR	2728
