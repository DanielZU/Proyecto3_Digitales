### run.sh
#!/bin/bash
# OpenROAD 26Q1-2900-gdf79404cd8, Yosys 0.63+post, stock flow scripts
make -C /OpenROAD-flow-scripts/flow DESIGN_CONFIG=/design/flow/config.mk WORK_HOME=/design/flow/orfs finish
### config.mk
export PLATFORM = sky130hd
export DESIGN_NAME = CapturaMensaje
export DESIGN_NICKNAME = CapturaMensaje
export VERILOG_FILES = /design/flow/design.v
export SDC_FILE = /design/flow/constraint.sdc
export NUM_CORES = 4
export LEC_CHECK = 1
export CORE_UTILIZATION = 40
### constraint.sdc
current_design CapturaMensaje

set clk_period 1.7
set clk_io_pct 0.2

create_clock -name clk0 -period $clk_period [get_ports {clk}]

set non_clock_inputs [all_inputs -no_clocks]
set_input_delay [expr $clk_period * $clk_io_pct] -clock clk0 $non_clock_inputs
set_output_delay [expr $clk_period * $clk_io_pct] -clock clk0 [all_outputs]
### design.v
`timescale 1ns / 1ps
module CapturaMensaje(
	 input wire clk,
	 input wire rst,
	 input wire data_in,
	 output reg Listo,
	 output reg CS,
	 output wire [15:12] Zeros,
    output wire [11:0] Dato
    );
reg [1:0] act_state, next_state;  
reg [3:0] cont_act, cont_next;  
reg [15:0] bus_act, bus_next; 
always @ (posedge clk, posedge rst) 
	if(rst)  
		begin
			act_state <= 2'b00;
			cont_act <= 4'b0;
			bus_act <= 16'b0;
		end
	else  
		begin
			act_state <= next_state;
			cont_act <= cont_next;
			bus_act <= bus_next;
		end
always @ (negedge clk )
begin
	next_state = act_state; 
	Listo = 1'b0;
	cont_next = cont_act;
	bus_next = bus_act;
	CS=1'b1;
	case (act_state)  
		2'b00:  
					begin
					CS=1'b0;
					bus_next = {bus_act[14:0],data_in};
					cont_next = 4'b1111; 
					next_state = 2'b01; 
					end
		2'b01: 
					begin
					CS=1'b0;
					bus_next = {bus_act[14:0],data_in}; 
					if (cont_act==0) 
						next_state = 2'b10;
					else 
						cont_next = cont_act - 1'b1; 
					end
		2'b10:  
			begin
				next_state = 2'b00;  
				CS=1'b1;
				Listo = 1'b1;  
			end
		endcase
end
assign Dato = bus_act [11:0]; 
assign Zeros = bus_act [15:12]; 	
endmodule
==> flow_summary_export.csv <==
group,metric,value,unit
outcome,status,"finished, violations left",
outcome,violations,"setup timing",
clock_tree,cts_tree,"built",
timing,hold_ws,0.303,ns
worst_setup_path,crit_end,"cont_next[3]",
global_routing,met1_usage,0.265,
worst_setup_path,rr_endpoint,"cont_next[3]",
place,place.gp.congestion,0.864,
routing,via_per_inst,4.42,
clock_tree,cts_hold_buf,0,
power_and_ir_drop,p_int,0.00142,W
global_routing,antenna_found_initial,0,
floorplan,initCoreUtil,0.415,
floorplan,core-area,3340,µm²
global_routing,grt_max_degree,23,
global_routing,grt_pass1_vias,823,
worst_setup_path,arrival,1.51,ns
worst_setup_path,r2r_start,"cont_act[2]",
power_and_ir_drop,p_clk_frac,0.357,
worst_setup_path,critical_path.cell_chain,"or3_1 -> o31a_1 -> o21ai_1",
timing,setup_viol,24,
clock_tree,cts.clk_slew.worst_paths,0.13,ns
logic_synthesis,ys_cells,92,
global_routing,gr-usage-met3,0.0540,
global_routing,overflow,0,
worst_setup_path,worst_ep_required_time,1.18,ns
floorplan,die_height,60.8,µm
logic_synthesis,ys_area,1390,µm²
clock_tree,root_buffer,"clkbuf_4",
timing,final_max_slew_viol_count,0,
layout,design_area,2020,µm²
worst_setup_path,crit_type,"flip-flop to flip-flop",
worst_setup_path,cp_slowest_cell,"dfrtp_1",
timing,hold_viol_final,0,
timing,skew,0.0565,ns
worst_setup_path,r2r_cells,3,
timing,relSlewSlack,0.807,
logic_synthesis,synth_seq_share,0.744,
layout,fillers,278,
timing,worst_pin_slew,0.289,ns
worst_setup_path,end_kind,"flip-flop",
global_routing,grt.busiest_layer,"met1",
place,dp_hpwl,1.43,mm
logic_synthesis,synth-warning-count,1,
floorplan,std_cell_rows,21,
global_routing,grt_pass1_wl,3.88,mm
clock_tree,cts_buffers,5,
worst_setup_path,cp_max_fo,2,
power_and_ir_drop,combinationalPowerShare,0.040,
min_path,hp-class,"primary input to async pin",
power_and_ir_drop,pwr-share-seq,0.602,
floorplan,die_x,60.8,µm
power_and_ir_drop,p_sw_frac,0.258,
routing,first_pass_iters,4,
power_and_ir_drop,finalPower,0.00191,W
worst_setup_path,rrSetupSlack,-0.33,ns
clock_tree,cts_sinks,46,
place,dpl-instance-area,1760,µm²
clock_tree,clock_latency,0.41,ns
routing,vias,875,
routing,drtIter0Drc,18,
power_and_ir_drop,powerDensity,943,nW/µm²
worst_setup_path,cpPeakStageDelay,0.41,ns
timing,worst_slack,-0.327,ns
logic_synthesis,syn_area_per_cell,15.1,µm²
worst_setup_path,cp-startpoint,"cont_act[2]",
global_routing,met2_usage,0.195,
logic_synthesis,syn-cell-area,1390,µm²
floorplan,die_area,3700,µm²
worst_setup_path,worstSetupStartpointType,"flip-flop",
run,cap_violations,0,
logic_synthesis,synth.distinct_cells,20,
routing,drc,0,
timing,rsz0062_at_grt,"true",
routing,antenna_cells,0,
routing,ant_nets,0,
power_and_ir_drop,p_sw,0.000492,W
run,warnings,52,
layout,drive_above_1_share,0.303,
clock_tree,cts_buffer_depth,2,
floorplan,io_pins,21,
power_and_ir_drop,peakVddDrop,640,µV
logic_synthesis,synth_cells,92,
routing,wl,2.38,mm
logic_synthesis,ys_ff,46,
routing,wl_per_cell,12.0,µm
place,io_buffers,20,
clock_tree,h-tree-depth,2,
layout,synthToLayoutAreaGrowth,46.1,%
global_routing,grt_usage,0.151,
power_and_ir_drop,p_leak,0.957,nW
-- timing repair --
item                                    CTS  global route
gates cloned                              2             0
buffers inserted                          1             3
resized                                  20             8
endpoints found under the setup margin   25            26
pin swaps                                 5             0
-- worst min path at each step --
| stage | start | endpoint | slack [ns] | depth (start not counted) |
|---|---|---|---|---|
| CTS | rst | bus_act[6] | 0.30 | 3 |
| global route | rst | bus_act[6] | 0.31 | 3 |
| finish | rst | bus_act[5] | 0.30 | 3 |
-- metal layers --
metal	share of wire	up-vias
li1	-	424
met1	0.54	426
met2	0.40	23
met3	0.053	2
met4	0.0071	0
met5	0	-
-- metrics by stage --
| step | worst slack, ns | instances | utilization | TNS, ns |
|---|---|---|---|---|
| 6_report | -0.327 | 198 | 0.606 | -5.41 |
| 5_1_grt | -0.398 | 198 | 0.606 | -6.42 |
| 4_1_cts | -0.342 | 196 | 0.595 | -5.47 |
| 3_5_place_dp | -0.422 | 162 | 0.526 | -4.70 |
| 3_3_place_gp | -0.318 | 162 | 0.526 | -4.35 |
| 2_1_floorplan | -0.293 | 92 | - | -3.43 |
-- critical path, delay by kind of cell (launching register included) --
kind,cells,cell delay (ns)
flip-flops,1,0.41
AND-OR/OR-AND,2,0.36
AND/OR/NAND/NOR,1,0.39
-- layout by cell type, fill, tap and decap left out, types with 2 or more instances in the layout --
cell type,n
nor2_1,3
inv_1,27
inv_2,2
o21ai_1,3
dfrtp_1,21
dfxtp_1,24
clkdlybuf4s50_1,18
buf_4,7
clkbuf_4,5
buf_2,2
mux2_4,16
buf_6,2
-- flip-flops by register name, summed over array words and instances, names as in the netlist --
register and cells:
cont_next 4, next_state 2, CS 1, bus_act 16
bus_next 16, Listo 1, cont_act 4, act_state 2
-- layout make-up --
cell class	count	area, µm²	area share
clock inverter	27	105	0.0519
clock buffer	5	37.5	0.0186
timing repair buffer	32	345	0.171
inverter	6	35.0	0.0173
multi-input combinational	36	410	0.203
tap	46	57.6	0.0284
sequential	46	1030	0.510
-- synthesized netlist by cell type --
cell / n / area (µm²)
buf_6: 1 / 11.3
inv_1: 7 / 26.3
o21ai_1: 1 / 5.00
ha_1: 1 / 12.5
a21boi_0: 1 / 7.51
mux2_2: 16 / 180
o21ai_0: 3 / 15.0
nand4bb_1: 1 / 11.3
and4_1: 1 / 8.76
dfxtp_1: 24 / 480
nor2b_1: 2 / 12.5
or3_1: 1 / 6.26
nor2_1: 4 / 15.0
dfrtp_1: 22 / 551
a311oi_1: 1 / 8.76
o31a_1: 1 / 8.76
clkbuf_1: 1 / 3.75
buf_2: 1 / 5.00
a21oi_1: 2 / 10.0
a31oi_1: 1 / 6.26
-- power by group through the flow --
stage / combinational [W] / sequential (W) / clock [W]
global route: 0.0000849 / 0.00115 / 0.000813
CTS: 0.0000788 / 0.00115 / 0.000717
finish: 0.0000767 / 0.00115 / 0.000682
-- logic make-up (layout without fill, tap and decap cells) --
kind of cell | count (synthesis) | after routing | share of synthesized area
buffers and inverters | 10 | 70 | 0.0334
and+or+nand+nor | 9 | 9 | 0.0388
muxes | 16 | 16 | 0.130
adders and majority gates | 1 | 1 | 0.00903
AOI/OAI and AO/OA | 10 | 10 | 0.0443
DFF | 46 | 46 | 0.744
No activity file was given, so power comes from the tool's default toggle rates.
